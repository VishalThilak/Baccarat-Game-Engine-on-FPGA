==> ./design.v <==
module card7seg(input logic [3:0] card, output logic [6:0] seg7);
    always_comb begin
    case(card)
        4'b0000 : seg7 = 7'b1111111;  
        4'b0001 : seg7 = 7'b0001000;  
        4'b0010 : seg7 = 7'b0100100;  
        4'b0011 : seg7 = 7'b0110000;  
        4'b0100 : seg7 = 7'b0011001;  
        4'b0101 : seg7 = 7'b0010010;  
        4'b0110 : seg7 = 7'b0000010;  
        4'b0111 : seg7 = 7'b1111000;  
        4'b1000 : seg7 = 7'b0000000;  
        4'b1001 : seg7 = 7'b0010000;  
        4'b1010 : seg7 = 7'b1000000;  
        4'b1011 : seg7 = 7'b1100001;  
        4'b1100 : seg7 = 7'b0011000;  
        4'b1101 : seg7 = 7'b0001001;  
        default : seg7 = 7'b1111111;  
    endcase
   end
endmodule
module datapath(input logic slow_clock, input logic fast_clock, input logic resetb,
                input logic load_pcard1, input logic load_pcard2, input logic load_pcard3,
                input logic load_dcard1, input logic load_dcard2, input logic load_dcard3,
                output logic [3:0] pcard3_out,
                output logic [3:0] pscore_out, output logic [3:0] dscore_out,
                output logic [6:0] HEX5, output logic [6:0] HEX4, output logic [6:0] HEX3,
                output logic [6:0] HEX2, output logic [6:0] HEX1, output logic [6:0] HEX0);
    logic [3:0] dealcard;
    logic [3:0] pcard1_out; logic [3:0] pcard2_out;
    logic [3:0] dcard1_out; logic [3:0] dcard2_out; logic [3:0] dcard3_out;
    dealcard dealing(fast_clock, resetb, dealcard);
    reg4 p1(slow_clock, dealcard, resetb, pcard1_out, load_pcard1);
    reg4 p2(slow_clock, dealcard, resetb, pcard2_out, load_pcard2);
    reg4 p3(slow_clock, dealcard, resetb, pcard3_out, load_pcard3);
    reg4 d1(slow_clock, dealcard, resetb, dcard1_out, load_dcard1);
    reg4 d2(slow_clock, dealcard, resetb, dcard2_out, load_dcard2);
    reg4 d3(slow_clock, dealcard, resetb, dcard3_out, load_dcard3);
    card7seg plight1(pcard1_out, HEX0);
    card7seg plight2(pcard2_out, HEX1);
    card7seg plight3(pcard3_out, HEX2);
    card7seg dlight1(dcard1_out, HEX3);
    card7seg dlight2(dcard2_out, HEX4);
    card7seg dlight3(dcard3_out, HEX5);
    scorehand score_player(pcard1_out, pcard2_out, pcard3_out, pscore_out);
    scorehand score_dealer(dcard1_out, dcard2_out, dcard3_out, dscore_out);
endmodule
module reg4(input logic slow_clock, input [3:0] new_card, input logic resetb, output logic [3:0] cardout, input logic load_pcard);
    always_ff @(posedge slow_clock) begin 
        if(!resetb) begin
            cardout <= 4'b0000;
        end else if(load_pcard) begin                 
            cardout <= new_card;
        end
    end
endmodule
module dealcard(input logic clock, input logic resetb, output logic [3:0] new_card);
logic [3:0] dealer_card;
always_ff @(posedge clock)
  if (resetb == 0)
     dealer_card <= 1;  
  else
     if (dealer_card == 13)
	     dealer_card <= 1;
	  else 
	     dealer_card++;
assign new_card = dealer_card;
endmodule
module scorehand(input logic [3:0] card1, input logic [3:0] card2, input logic [3:0] card3, output logic [3:0] total);
    logic [3:0] c1;
    logic [3:0] c2;
    logic [3:0] c3;
    always_comb begin
        c1 = card1 >= 4'b1010 ? 4'b0000 : card1; 
        c2 = card2 >= 4'b1010 ? 4'b0000 : card2; 
        c3 = card3 >= 4'b1010 ? 4'b0000 : card3; 
    end
    assign total = (c1 + c2 + c3) % 10;
endmodule
==> ./run.sh <==
#!/bin/bash
# OpenROAD 26Q1-2900-gdf79404cd8, Yosys 0.63+post, stock flow scripts
make -C /OpenROAD-flow-scripts/flow DESIGN_CONFIG=/design/flow/config.mk WORK_HOME=/design/flow/orfs finish
==> ./config.mk <==
export PLATFORM = sky130hd
export DESIGN_NAME = datapath
export DESIGN_NICKNAME = datapath
export VERILOG_FILES = /design/flow/design.v
export SDC_FILE = /design/flow/constraint.sdc
export NUM_CORES = 4
export LEC_CHECK = 1
export CORE_UTILIZATION = 40
==> ./constraint.sdc <==
current_design datapath

set clk_period 7.6
set clk_io_pct 0.2

create_clock -name clk0 -period $clk_period [get_ports {fast_clock}]
create_clock -name clk1 -period $clk_period [get_ports {slow_clock}]

set non_clock_inputs [all_inputs -no_clocks]
set_input_delay [expr $clk_period * $clk_io_pct] -clock clk0 $non_clock_inputs
set_output_delay [expr $clk_period * $clk_io_pct] -clock clk0 [all_outputs]
==> results_dict.tcl <==
# yosys + openroad results
set metrics [dict create \
    fp_util_pct 41.89 \
    worst_path_most_repeated_cell "ha_1" \
    routabilityCongestion 0.8662 \
    core.rowCount 39 \
    clk_pin_slew_ns 0.05 \
    grt_max_degree 29 \
    first_pass_iters 18 \
    n_antenna_cell 0 \
    tritoncts "done" \
    drt-wirelength-per-cell_um 12.77 \
    synthCells 578 \
    grt_pass1_vias 3732 \
    layout_top_cells "nand2_1, dfxtp_1, clkdlybuf4s50_1" \
    place_hpwl_mm 7.507 \
    grt_overflow_total 0 \
    fin_util_pct 51.70 \
    crit_fanout 6 \
    post-place-cells 768 \
    warning_count 59 \
    slew_headroom_pct 52.91 \
    drc 0 \
    area_delta_synth_final_pct 23.43 \
    cp.required_ns 6.08 \
    yosysUniqueCellTypes 61 \
    powerDensity_mw_per_mm2 206.7 \
    dpl-instance-area_mm2 0.005602 \
    finalInstanceArea_mm2 0.006005 \
    setup_tns_ns 0 \
    edf_count 0 \
    critPathSlowestCell "fa_1" \
    cts.sinks 70 \
    die_y_um 112.3 \
    vias 4142 \
    io_pins 63 \
    outcome "finished clean" \
    die_width_um 112.3 \
    p_clk_share_pct 43.0 \
    path_cells "o21ai_0 > and2_1 > ha_1 > fa_1 > inv_1 > fa_1 > nor2b_1 > or2_2 > a21oi_1 > xnor2_1 > ha_1 > nand2b_1 > ha_1 > or4_1 > o31a_1 > a32oi_2 > a21boi_1 > o32a_1 > o221ai_1 > clkdlybuf4s50_1" \
    p_int_mw 0.9312 \
    combinationalPowerShare_pct 22.5 \
    ys.warnings.count 4 \
    p_leak_nw 2.904 \
    worst_pin_slew_ns 0.7050 \
    numPortBuffers 61 \
    antenna_found_initial 0 \
    die_area_mm2 0.01261 \
    hold_path_class "reg -> reg" \
    endpoint_kind "output port" \
    lay_top_count "nand2_1" \
    grt.total_usage_pct 16.65 \
    rsz0062_at_grt "false" \
    synthArstFlopShare_pct 0 \
    r2r_slack_ns 5.89 \
    critPathKind "reg -> out" \
    report.final.slew_viol_count 0 \
    crit_arrival_ns 5.73 \
    synth_area_mm2 0.004865 \
    clock_skew_ns 0.003190 \
    ys_seq_elements 70 \
    setup_viol 0 \
    postRouteWirelength_mm 10.05 \
    final_cell_count_no_fill 787 \
    viasPerCell 5.263 \
    grt_pass1_wl_mm 17.19 \
    synth.avg_cell_area_um2 8.416 \
    seqPwrFrac_pct 34.5 \
    yosysSeqAreaShare_pct 28.81 \
    ys_chip_area_mm2 0.004865 \
    core_area_mm2 0.01161 \
    maxCapViolCount 0 \
    p_switching_mw 0.3101 \
    ys_cells 578 \
    switching_share_pct 24.98 \
    start_kind "register" \
    cpPeakStageDelay_ns 0.52 \
    ir_worst_vdd_mv 0.1079 \
    hold_viol 0 \
    antenna_left 0 \
    dr.first_iter.drc_count 205 \
    drive_gt1_share_pct 9.627 \
    power_mw 1.241 \
    ff_type "dfxtp_1" \
]
==> cells in the mapped netlist (2+ instances only) <==
cell	number	area share, %
nand2_1	77	5.9
dfxtp_1	70	29
ha_1	60	15
inv_1	58	4.5
o21ai_0	44	4.5
nor2_1	28	2.2
a21oi_1	25	2.6
mux2_2	25	5.8
mux2i_1	15	3.1
nand3_1	14	1.4
nor2b_1	14	1.8
clkbuf_1	12	0.93
and2_1	8	1.0
nor3_1	8	0.82
xnor2_1	8	1.4
o22ai_1	7	0.90
a31o_2	6	1.1
nand2b_1	6	0.77
nor3b_1	6	0.93
o2bb2ai_1	6	1.1
o311a_1	6	1.2
a211oi_1	5	0.77
a31oi_1	5	0.64
a21o_1	4	0.62
fa_1	4	1.6
o31ai_1	4	0.62
and3_1	3	0.39
buf_2	3	0.31
nor4_1	3	0.39
xor2_1	3	0.54
a21boi_1	2	0.31
a21oi_2	2	0.36
a22oi_1	2	0.31
nor4b_1	2	0.36
o211ai_1	2	0.31
o21a_1	2	0.31
o221ai_1	2	0.36
o31a_1	2	0.36
o32a_1	2	0.41
or2_2	2	0.26
==> per-stage QoR <==
stage	hold slack, ns	worst slack [ns]
after CTS	0.5797	0.3464
after detailed placement	0.5691	0.7331
after global routing	0.6023	0.03181
after floorplan	0.4664	1.676
after global placement	0.5706	0.8417
final	0.5781	0.3476
==> sequential cells by signal, indices dropped and copies added (netlist names), 7 cells and up <==
register,cells
HEX0,7
HEX1,7
HEX2,7
HEX3,7
HEX4,7
HEX5,7
==> cells by family after synthesis <==
group | share of synthesized area, %
xor gates and xnor gates | 1.981
DFF | 28.81
adders and majority gates | 17.08
muxes | 8.873
AOI/OAI and AO/OA | 20.60
and+or+nand+nor | 16.95
buffers and inverters | 5.710
==> worst paths after layout <==
path,start,to,cells past startpoint
worst max register to register,dealing.dealer_card[1]$_SDFF_PP0_,HEX0[5]$_DFF_P_,5
min in group clk1,d3.cardout[0]$_SDFFE_PN0P_,d3.cardout[0]$_SDFFE_PN0P_,3
max in group clk1,load_pcard3,HEX2[5]$_DFF_P_,6
worst max-delay path,p2.cardout[3]$_SDFFE_PN0P_,pscore_out[2],20
worst min register to register,dealing.dealer_card[0]$_SDFF_PP1_,dealing.dealer_card[0]$_SDFF_PP1_,1
worst min-delay path,dealing.dealer_card[0]$_SDFF_PP1_,dealing.dealer_card[0]$_SDFF_PP1_,1
==> metal layers <==
layer,GRT usage [%],wire [um]
met5,0,0
met3,3.687,482
met2,25.09,4243
met4,2.400,145
met1,25.43,5180
==> worst max-delay path, delay by kind of cell (launching register included) <==
kind / cells / cell delay [ns]
flip-flops: 1 / 0.38
adder cells (fa/ha/maj): 5 / 1.76
buffers and inverters: 2 / 0.56
AND/OR/NAND/NOR: 5 / 1.35
AND-OR/OR-AND: 7 / 1.16
XOR/XNOR: 1 / 0.17
==> power by group through the flow <==
stage | logic, mW | clock network [mW] | registers, mW
after global routing | 0.315 | 0.562 | 0.433
after CTS | 0.282 | 0.541 | 0.429
final | 0.280 | 0.533 | 0.428
==> repair_timing <==
action	in CTS	in global routing
resized	0	1
hold buffers	0	0
endpoints found under the setup margin	0	1
setup buffers	0	0
==> layout make-up <==
| class | count | area, um2 |
|---|---|---|
| Multi-Input combinational cell | 435 | 3186 |
| Inverter | 58 | 217.7 |
| Tap cell | 143 | 178.9 |
| Clock buffer | 13 | 314.1 |
| Clock inverter | 6 | 88.84 |
| Timing Repair Buffer | 62 | 618.1 |
| Fill cell | 1066 | 5609 |
| Sequential cell | 70 | 1401 |
No activity file was given, so power comes from the tool's default toggle rates.
